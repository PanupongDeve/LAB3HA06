--- flow/config.mk ---
export PLATFORM = sky130hd
export DESIGN_NAME = music
export DESIGN_NICKNAME = music
export VERILOG_FILES = /design/flow/design.v
export SDC_FILE = /design/flow/constraint.sdc
export NUM_CORES = 4
export LEC_CHECK = 1
export CORE_AREA = 10 10 112 112
export DIE_AREA = 0 0 122 122
--- flow/constraint.sdc ---
current_design music

set clk_period 3.3
set clk_io_pct 0.2

create_clock -name clk0 -period $clk_period [get_ports {clk}]

set non_clock_inputs [all_inputs -no_clocks]
set_input_delay [expr $clk_period * $clk_io_pct] -clock clk0 $non_clock_inputs
set_output_delay [expr $clk_period * $clk_io_pct] -clock clk0 [all_outputs]
--- flow/design.v ---
module music(clk, speaker);
input clk;
output speaker;
parameter clkdivider = 25000000/440/2;
reg[23:0] tone;
always @(posedge clk) tone <= tone+1;
reg[14:0] counter;
always @(posedge clk) if(counter==0) counter <= (tone[23] ? clkdivider-1 : clkdivider/2-1); else counter <= counter-1;
reg speaker;
always @(posedge clk) if(counter==0) speaker <= ~speaker;
endmodule
--- flow/run.sh ---
#!/bin/bash
# OpenROAD 26Q1-2900-gdf79404cd8, Yosys 0.63+post, stock flow scripts
make -C /OpenROAD-flow-scripts/flow DESIGN_CONFIG=/design/flow/config.mk WORK_HOME=/design/flow/orfs finish
==> summary.txt <==
impl run done, here's what came out: worst slew pin tran=538.7 ps, RSZ-0062 raised after global routing=false, Die X=122 um, Setup TNS=0 ps, Critical Path RT=2640 ps, Seq share, synth=46.99%, Synth area leaders=dfxtp_1 (45%), xor2_1 (10%), xnor2_1 (5.6%), nor2_1 (3.7%), nor3_1 (3.2%), CP top delay family=buffers and inverters, Yosys warning count=1, critical setup path kind=register to output port, largest net degree at the start of global routing=14, CTS buffer count=5, CTS Buffer Depth=2, row count=37, non-filler instance count after layout=312, DP Cell Count=305, Hold WC Path Type=register to register, Total Routed Length=2533 um, post-route design area=0.001971 sq mm, cycle use final=52.85%, Fillers=1091, Pre-Repair DR Iteration Count=4, met2 routed WL=958 um, Max-area cell share=45.25%, drt wl/cell=8.119 um, TritonCTS clock tree=yes, overall die height=122 um, all-layer global routing usage=3.572%, antenna violations before repair=0, grt ovf=0, Port Buffers=1, Late-Pin Clk Latency=290 ps, most common logic cells in the final layout=dfxtp_1 (39), xor2_1 (20), nor2_1 (17), cell count in the Yosys report=170, status=complete, no violations, antenna diode count=0, Avg Inst Size Synth=10.15 sq um, CP max-delay cell=clkdlybuf4s50_1, CP max FO=2, Gate Count Post-Synth=170, OpenROAD warning count=26, wl on met1=1396 um, overall power=0.0007918 W, Cell Area, Synth=0.001725 sq mm, Final Hold Viols=0, Layout Skew=4.691 ps, clock sinks=40, area leader, netlist=dfxtp_1, area delta synth->final=14.21%, drt via density=3.503, Max Cap Viol=0, Post-Place Cell Area=0.001891 sq mm, vias in the first global route=984, Slew Limit Fails=0, pwr dens=401.8 mW/mm^2, fp_density=16.86%, share of cells above drive strength 1=10.80%, Crit path largest cell delay=460 ps, Worst VDD drop=0.0001710 V, worst path arrival time=1080 ps, routed length on met3=120 um, fmax=573.3 MHz, first-pass GRT wire length=4478 um, most frequent logic cell in the layout=dfxtp_1, chip area=0.01488 sq mm, Synth cell types=34, Flops after synth=40, critical path launch point type=register, drt first-iter violations=24, CP Cell Sequence=clkdlybuf4s50_1, PostCTS Resize Cnt=0, clk slew on worst S/H paths=70 ps, clock tree root driver cell=clkbuf_8, Post-CTS Setup Bufs=0, final antenna-violating net count=0, htree depth=2, leakage=0.7632 nW, CP endpoint kind=output port, synthesis area per yosys=0.001725 sq mm, worst path bufs/invs=1, minimum clock period after layout=1744 ps, GP Congestion=0.8158, hpwl dp=1738 um, uppermost layer routed=met4, Final Setup Violations=0, total core area=0.01023 sq mm, Relative slew margins=63.89%, hold bufs inserted after CTS=0, DRC Markers=0, num ports=2, DR vias=1093
==> where the power goes <==
group	internal [W]	leakage (nW)	switching (W)
combinational	0	0.393	0
clock	0.000144	0.0443	0.000164
sequential	0.000484	0.326	0
==> state kept, by name (all words and copies together), names as in the netlist <==
signal and cells:
speaker 1, counter 15, tone 24
==> cell type report <==
class	instances	area, sq um	share of cell area [%]
Inverter	10	37.54	1.905
Multi-Input combinational cell	118	862.1	43.75
Sequential cell	40	810.8	41.14
Clock buffer	5	68.82	3.492
Tap cell	136	170.2	8.635
Clock inverter	2	11.26	0.5714
Timing Repair Buffer	1	10.01	0.5079
==> path summary, 6_finish.rpt <==
| path | startpoint | endpoint | slack (ps) | depth (start not counted) |
|---|---|---|---|---|
| worst max-delay path | speaker | speaker | 1560 | 1 |
| worst min-delay path | tone[0] | tone[0] | 400 | 1 |
| worst max register to register | counter[0] | counter[1] | 1560 | 6 |
| worst min register to register | tone[0] | tone[0] | 400 | 1 |
==> through the flow <==
step           util (%)  hold slack [ps]  setup WS [ps]
2_1_floorplan         -            365.6           1856
3_3_place_gp      18.48            373.2           1657
3_5_place_dp      18.48            383.1           1593
4_1_cts           19.26            402.3           1533
5_1_grt           19.26            439.7           1369
6_report          19.26            396.2           1556
==> cells in the mapped netlist (all sizes together) <==
cell,count
nand4b,1
nor3,13
a21oi,7
nor4b,2
ha,3
inv,10
and4,3
dfxtp,39
a21boi,1
xor2,20
and2,1
xnor2,11
edfxtp,1
mux2i,1
nand2b,1
nand3,11
nand4,6
o22a,1
o21ai,1
buf,2
a22oi,1
nor4,2
nor2,17
or3,1
and3,4
nand2,10
==> cells by family (layout without fill, tap and decap cells) <==
logic type	count (synthesis)	count (layout)	synth area share [%]
flip-flops	40	40	46.99
adder cells (fa/ha/maj)	3	3	2.176
AND-OR/OR-AND	11	11	3.698
multiplexers	1	1	0.5802
buffers and inverters	12	18	3.046
AND/OR/NAND/NOR	72	72	27.77
XOR/XNOR	31	31	15.74
==> per-layer routing <==
layer,global-route usage [%],vias up
met2,4.845,10
met3,1.268,7
li1,-,595
met4,0.7452,0
met1,5.315,481
met5,0,-
Power and IR drop assume default switching activity.
