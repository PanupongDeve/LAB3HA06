$ cat flow/design.v
`timescale 1ns / 1ps
module alarm_twodigit(
	input clk,
	input en,
	output reg sp,
	output reg [6:0] o,
	output [1:0] com
    );
	 assign com = 2'b00;
	 reg [3:0] one;
	 reg [3:0] ten;
	 reg sclk;
	 reg [31:0] cnt; 
	 always@ (posedge sclk)
	 if (en == 0)
		begin
			one <= 0;
			ten <= 0;
		end
	 else
		begin
			if(one == 9) 
				begin 
					one <=0; 
					ten <= ten +1; 
				end
			else if (one == 9 && ten == 9)
				begin
					one <= 0;
					ten <= 0;
				end
			else 
				begin 
					one <= one+1; 
				end
		end
	 always@ (one,ten)
		if(en == 0) sp <= 0;
		else 
			begin 
				if(one ==9 && ten == 1) sp <= 1;
			end
	always@ (posedge clk)
		begin
			if(cnt == 10000000)
				begin
					sclk <= ~sclk;
					cnt <= 0;
				end
			else
				cnt <= cnt + 1;
		end
	always@ (one)
		begin
			case(one)
				4'b0000 : o <= 7'b0111111;
				4'b0001 : o <= 7'b0000110;
				4'b0010 : o <= 7'b1011011;
				4'b0011 : o <= 7'b1001111;
				4'b0100 : o <= 7'b1100110;
				4'b0101 : o <= 7'b1101101;
				4'b0110 : o <= 7'b1111101;
				4'b0111 : o <= 7'b0000111;
				4'b1000 : o <= 7'b1111111;
				4'b1001 : o <= 7'b1100111;
				default : o <= 7'b0000000;
			endcase
		end
endmodule
$ cat flow/run.sh
#!/bin/bash
# OpenROAD 26Q1-2900-gdf79404cd8, Yosys 0.63+post, stock flow scripts
make -C /OpenROAD-flow-scripts/flow DESIGN_CONFIG=/design/flow/config.mk WORK_HOME=/design/flow/orfs finish
$ cat flow/config.mk
export PLATFORM = sky130hd
export DESIGN_NAME = alarm_twodigit
export DESIGN_NICKNAME = alarm_twodigit
export VERILOG_FILES = /design/flow/design.v
export SDC_FILE = /design/flow/constraint.sdc
export NUM_CORES = 4
export LEC_CHECK = 1
export CORE_AREA = 10 10 114 114
export DIE_AREA = 0 0 124 124
$ cat flow/constraint.sdc
current_design alarm_twodigit

set clk_period 4.2
set clk_io_pct 0.2

create_clock -name clk0 -period $clk_period [get_ports {clk}]

set non_clock_inputs [all_inputs -no_clocks]
set_input_delay [expr $clk_period * $clk_io_pct] -clock clk0 $non_clock_inputs
set_output_delay [expr $clk_period * $clk_io_pct] -clock clk0 [all_outputs]
==> flow_summary.ini <==
; yosys + openroad results
[final_layout]
fillers = 1103
final_layout_top_logic_cells = 47 x dfxtp_1, 24 x nor2_1, 23 x xnor2_1
drive_above_1_share_pct = 5.462
post-route-cell-area_sq_um = 2507
mostFrequentLayoutCell = dfxtp_1
syn_to_final_growth_pct = 15.11
final_cells = 374

[grt]
overflow = 0
antenna_found_initial = 0
grt_pass1_wl_um = 6141
grt_usage_pct = 4.636
grt_max_degree = 17
first_global_vias = 1375

[logic_synthesis]
ys_sh_adder_pct = 6.893
simple_gate_share_pct = 24.01
synth.top_cell.area_share_pct = 43.19
synth_flops = 49
ys_sh_xor_pct = 12.87
synth.yosys.warnings = 1
ys_cells = 223
post-synth-top-area-cell = dfxtp_1
synthCells = 223
avgSynthCellArea_sq_um = 9.768
compound_area_share_pct = 3.159
syn_area_sq_um = 2178
synth-area-yosys_sq_um = 2178
yosys-top-cells-area = dfxtp_1 43%, xnor2_1 9.2%, ha_1 6.9%
mux_share_pct = 4.710
logic_family = simple AND/OR/NAND/NOR gates
synth_cell_types = 39

[floorplan]
die_y_um = 124
ios = 12
rows = 37
fp_util_pct = 20.91
die_w_um = 124
chipArea_sq_um = 15380
fp.coreArea_sq_um = 10420

[outcome]
status = complete, no violations

[routing]
firstDrtPassIters = 4
drtIter0Drc = 101
finalWirelength_um = 3441
ant_nets = 0
antennaDiodeCount = 0
vias_per_cell = 4.011
vias = 1500
routedWlPerCell_um = 9.201
route.detailed.drc = 0

[setup_path]
cpPeakStageDelay_ns = 0.77
start_kind = flop
worstSetupPathType = reg2reg
required_ns = 4.37
worstPathCellList = inv_1 > ha_1 > nor4bb_1 > nand4_1 > nor4_1 > buf_4 > nor2_1
cpMaxStageDelayCell = nor4_1
crit_arrival_ns = 2.41
crit_path_max_fanout = 7
r2r_slack_ns = 1.96
endpoint_kind = flop

[clock_network]
postCtsHoldBufs = 0
clk_latency_ns = 0.28
h-tree-depth = 2
root_buffer = clkbuf_8
cts_tree = yes
cts_buffers = 5
post_cts_resized = 0
path_clk_slew_ns = 0.06
clockBufferDepth = 2
postCtsSetupRepairBufs = 0

[timing]
max_freq_mhz = 447.3
final-setup-viol-count = 0
finalSetupTns_ns = 0
clock_skew_ns = 0.002773
tightest_slew_ns = 0.9687
fin_crit_sh_pct = 53.23
maxSlewHeadroom_pct = 34.83
final_hold_viol_count = 0
untimed_endpoints = 24
unclocked_regs = 16
worst_slack_ns = 1.964
rsz0062_at_grt = no
slew_viol_final = 0
period_needed_ns = 2.236

[power]
ir_drop_uv = 108.8
leakagePower_uw = 0.0008958
finalPower_uw = 548.7
power_density_nw_per_um2 = 218.8

[placed_design]
post-place-ws_ns = 2.017
post-dp-hpwl_um = 2562
gp_congestion = 0.7881
place_inst = 366
place_area_sq_um = 2427
port_buffers = 9

[job]
openroad.warnings = 33
cap_violations = 0

[worst_hold_path]
min_path_type = reg2reg
==> sequential cells by signal (all words and copies together) (netlist names) <==
register  flops
cnt          32
o             7
one           4
ten           4
sclk          1
sp            1
==> logic make-up (layout without fill, tap and decap cells) <==
group                    Yosys count  after routing
other                              1              2
latches                            1              1
XOR/XNOR                          32             32
AND/OR/NAND/NOR                   93             93
multiplexers                      10             10
adder cells (fa/ha/maj)           12             12
AND-OR/OR-AND                     11             11
buffers and inverters             15             29
flip-flops                        48             48
==> routing by layer <==
| layer | global-route usage, % | part of all wire [%] | vias up | routed length, um |
|---|---|---|---|---|
| li1 | - | - | 794 | - |
| met1 | 7.061 | 53 | 671 | 1833 |
| met2 | 6.689 | 39 | 29 | 1336 |
| met4 | 0.6475 | 1.2 | 0 | 40 |
| met5 | 0 | 0 | - | 0 |
| met3 | 1.102 | 6.7 | 6 | 231 |
==> critical path, delay by kind of cell, from the launching register on <==
kind                     cells  cell delay [ns]
adder cells (fa/ha/maj)      1             0.16
buffers and inverters        2             0.37
flip-flops                   1             0.35
AND/OR/NAND/NOR              4             1.26
==> area by class of cell <==
class	instances	area [sq um]	share of cell area, %
inverter	11	41.29	1.647
sequential	49	985.9	39.32
multi-input combinational	160	1132	45.16
clock buffer	8	80.08	3.194
timing repair buffer	10	97.59	3.892
tap	136	170.2	6.786
==> stage by stage <==
step	utilization [%]	hold slack, ns
after floorplan	-	0.4358
after global placement	23.30	0.4595
after detailed placement	23.30	0.4589
after CTS	24.07	0.4716
after global routing	24.07	0.4934
final	24.07	0.4617
==> report_power, final <==
| part | leakage, uW | total, uW | switching [uW] | internal, uW |
|---|---|---|---|---|
| sequential | 0.000401 | 315 | 0.0491 | 315 |
| combinational | 0.000455 | 9.92 | 5.57 | 4.35 |
| clock | 0.0000395 | 223 | 106 | 118 |
==> synthesized netlist by cell type (all sizes together) <==
library cell / instances
nand2: 12
nand3: 19
dlxtn: 1
nor4b: 1
o41ai: 1
mux2: 2
and3: 2
edfxtp: 1
buf: 2
nand4: 11
nor2: 24
or3: 2
or4: 1
a31oi: 1
xnor2: 23
mux2i: 8
conb: 1
inv: 11
nor2b: 1
o211a: 1
and3b: 1
o22ai: 1
a21oi: 4
o21ai: 2
xor2: 9
and4: 2
a211oi: 1
nor4bb: 1
and2: 3
clkbuf: 2
nor4: 6
dfxtp: 47
ha: 12
nand3b: 1
nor3: 6
==> final timing paths <==
| path | to | startpoint | cells after the start |
|---|---|---|---|
| setup reg to reg | cnt[7] | cnt[0] | 7 |
| hold / removal | cnt[31] | cnt[31] | 1 |
| hold reg to reg | cnt[31] | cnt[31] | 1 |
| setup / recovery | cnt[7] | cnt[0] | 7 |
Power figures rest on the tool's default switching activity, not on a simulated workload.
