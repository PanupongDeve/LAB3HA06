**./design.v**
```verilog
module buzzer(
    input clk,  
    output speaker  
);
    reg [15:0] cnt;
    always @(posedge clk)
    begin
      cnt <= cnt + 1; 
    end
    assign speaker = cnt[15];
endmodule
```
**./run.sh**
```bash
#!/bin/bash
# OpenROAD 26Q1-2900-gdf79404cd8, Yosys 0.63+post, stock flow scripts
make -C /OpenROAD-flow-scripts/flow DESIGN_CONFIG=/design/flow/config.mk WORK_HOME=/design/flow/orfs finish
```
**./config.mk**
```make
export PLATFORM = sky130hd
export DESIGN_NAME = buzzer
export DESIGN_NICKNAME = buzzer
export VERILOG_FILES = /design/flow/design.v
export SDC_FILE = /design/flow/constraint.sdc
export NUM_CORES = 4
export LEC_CHECK = 1
export CORE_AREA = 10 10 83 83
export DIE_AREA = 0 0 93 93
```
**./constraint.sdc**
```tcl
current_design buzzer

set clk_period 3.8
set clk_io_pct 0.2

create_clock -name clk0 -period $clk_period [get_ports {clk}]

set non_clock_inputs [all_inputs -no_clocks]
set_input_delay [expr $clk_period * $clk_io_pct] -clock clk0 $non_clock_inputs
set_output_delay [expr $clk_period * $clk_io_pct] -clock clk0 [all_outputs]
```
==> notes.md <==
Results of the implementation run.

The number of fill cells in the layout came out at 599. The vias per cell is 2.87. The final count of pins violating max slew is 0. Between clock sinks in the finished design, the worst skew comes to 0.00224 ns. The instance area after placement is 719 um^2. The number of nets with antenna violations after detailed routing came out at 0. TritonCTS built the clock tree. Dividing the detail-routed wire length by the instance count gives 6.55 um. The final global-route overflow total is 0. For this block, the via count after detailed routing is 376.

The boundary pin count came out at 2. The full die area came out at 8650 um^2. The congestion estimate from routability-driven global placement came to 0.704. The kind of path behind the tightest hold check is flop to flop.

The violation count after the first detailed-route iteration is 24. The first global-routing pass estimated 1470 um of wire. STA classifies the critical path endpoint as an output port. The core box area came out at 5140 um^2.

The flow ran to the end, and the final reports show no timing, DRC or antenna violations. The worst stage delay on the critical path came out at 0.46 ns. The register ranked first by flip-flop count is cnt. The number of hold violations in the final report came out at 0. The post-synthesis cell count from yosys came out at 57.

The chip area estimate from yosys synthesis came out at 622 um^2. In the setup report, the worst path falls into the class flop to output port. The worst hold path cell count is 1. The final cell count without fillers came out at 131.

The number of global-route vias before repair is 350. The number of cells after detailed placement is 128. The least setup slack across all paths after layout came out at 1.99 ns. The post-layout period usage of the worst path came out at 47.5%.

TritonCTS created 3 clock buffers. The number of post-CTS setup repair buffers is 0. The arrival time of data at the worst endpoint is listed as 1.05 ns. The slew check shows that the tightest pin keeps a relative margin of 76.9%. The worst setup path is launched from a flop. The largest net degree at the start of global routing came out at 10. The number of search-and-repair iterations in the first detailed-routing pass is 2. The clock root buffer is clkbuf_8. Before placement the cells fill 12.1% of the core. The clock insertion delay at the later pin of the skew report came out at 0.24 ns. The overall power of the completed layout came out at 290 uW.

The final antenna diode count came out at 0. The clock transition at the registers of the reported paths came out at 0.06 ns. The count of cell types in the netlist is 12. The worst slack at placement came out at 2.24 ns. The endpoint required time on the critical path is 3.04 ns. The count of tool warnings came out at 25. The H-tree depth is 1. The number of sinks driven by the clock tree is 16. The count of cells resized by post-cts repair came out at 0. The sum of negative setup slack is 0 ns. The reg-to-reg critical path startpoint is cnt[2]$_DFF_P_. Hold is met by 0.393 ns.

The measured slew at the worst slew-check pin is 0.346 ns. The power density over cell area came out at 381 nW/um^2. The mean cell area of the mapped netlist is 10.9 um^2. The global routing usage summed across all routing layers came out at 2.09%.

The leakage power figure is 0.298 nW. In this run the horizontal extent of the chip is 93 um. The vertical die dimension reported for this design is 93 um.

The count of buffers from port buffering came out at 1. The hold path startpoint is cnt[0]$_DFF_P_. The fraction of layout instances using a drive strength above 1 came out at 13.1%. The STA report counts the stages on the worst setup path as 1. The report lists the cells along the critical path as clkdlybuf4s50_1.

The sequential cell area fraction in the yosys report is 51.5%. The synthesized netlist handed to floorplanning was reported with a cell count of 57. Setup repair after global routing left no endpoint under its margin. The final layout contains routed wiring with a total length of 858 um.

The timing report attributes the biggest portion of critical-path delay to buffers and inverters. The run reported a max-capacitance violation count of 0. The total number of placement rows is 26.

The flip-flop count of the largest register, all copies and words added is 16. The critical path startpoint is cnt[15]$_DFF_P_. The initial antenna violation count is 0. The number of cells on the worst reg-to-reg path is 3. The total of hold buffers inserted after clock tree synthesis is 0.

The timing report shows that the slowest cell on the worst path is clkdlybuf4s50_1. The highest clock rate this design can be run at is 0.554 GHz. The largest voltage drop on the vdd net came out at 140 uV. The half-perimeter wire length after placement came out at 586 um. The largest fanout on the critical path came out at 2. The count of final setup violators is 0.

The tally of yosys warning messages is 1. The clock period minus worst slack is 1.81 ns. The mapped netlist covers 622 um^2. Summing all non-filler instances in the final layout gives an area of 761 um^2. After detailed routing, the number of remaining DRC violations is 0. The largest registers in the layout are cnt: 16 flops.

The buffer levels on the longest clock path is 2. Once synthesis finished, the tally of register bits stood at 16. Per the post-run analysis, buffers plus inverters along the critical path come to 1.

The final standard cell utilization of the core came out at 14.8%. The area overhead of the layout relative to synthesis is 22.3%.
## cell families (layout without fill, tap and decap cells)
group | count (synthesis) | after routing | share of synthesized area [%]
simple gates | 23 | 23 | 24.9
flops | 16 | 16 | 51.5
xor+xnor | 14 | 14 | 19.7
buf+inv | 3 | 7 | 1.81
fa+ha+maj | 1 | 1 | 2.01
## report_power, final
part	internal (mW)	switching, mW
combinational	0	0
sequential	0.168	0
clock	0.0701	0.0522
## placed cells by master, fill, tap and decap left out, drive strengths merged
cell / instances
dfxtp: 16
xor2: 10
nand3: 5
nor4: 4
nand2: 4
nor3: 4
xnor2: 4
inv: 3
nor2: 3
clkbuf: 3
nand4: 3
ha: 1
clkdlybuf4s50: 1
## routing by layer
layer	part of all wire, %	wire [um]	up-vias	GRT usage, %
met4	0	0	0	0.129
li1	-	-	202	-
met3	9.7	83	0	1.70
met1	51	439	169	2.56
met2	39	334	5	2.92
met5	0	0	-	0
## synth_stat cells
cell type | n | area, um^2
nand4_4 | 1 | 21.3
xor2_1 | 10 | 87.6
nor4_2 | 4 | 50.1
nand4_1 | 2 | 12.5
xnor2_1 | 4 | 35.0
nand2_1 | 4 | 15.0
dfxtp_1 | 16 | 320
nand3_1 | 5 | 25.0
nor3_1 | 4 | 20.0
nor2_1 | 3 | 11.3
inv_1 | 3 | 11.3
ha_1 | 1 | 12.5
## final timing paths
path / slack, ns / endpoint
min: 0.39 / cnt[0]$_DFF_P_
max: 1.99 / speaker
max reg2reg: 2.52 / cnt[13]$_DFF_P_
min reg2reg: 0.39 / cnt[0]$_DFF_P_
## area by class of cell
class,count,area [um^2],share of cell area [%]
Sequential cell,16,320,42.1
Timing Repair Buffer,1,10.0,1.32
Tap cell,70,87.6,11.5
Multi-Input combinational cell,38,290,38.2
Clock buffer,3,41.3,5.43
Inverter,3,11.3,1.48
Power is estimated from default activity; no workload was simulated.
